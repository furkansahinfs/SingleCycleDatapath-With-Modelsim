[/design/flow/config.mk]
export PLATFORM = sky130hd
export DESIGN_NAME = alu32
export DESIGN_NICKNAME = alu32
export VERILOG_FILES = /design/flow/design.v
export SDC_FILE = /design/flow/constraint.sdc
export NUM_CORES = 4
export LEC_CHECK = 1
export CORE_UTILIZATION = 50
[/design/flow/constraint.sdc]
current_design alu32

set clk_period 18.5
set clk_io_pct 0.2

create_clock -name clk0 -period $clk_period

set non_clock_inputs [all_inputs -no_clocks]
set_input_delay [expr $clk_period * $clk_io_pct] -clock clk0 $non_clock_inputs
set_output_delay [expr $clk_period * $clk_io_pct] -clock clk0 [all_outputs]
[/design/flow/design.v]
module alu32(sum,a,b,zout,gin); 
output [31:0] sum;
input [31:0] a,b; 
input [3:0] gin; 
reg [31:0] sum;
reg [31:0] less;
output zout;
reg zout;
always @(a or b or gin)
begin
	case(gin)
	4'b0010: sum=a+b; 		 
	4'b0110: sum=a+1+(~b);	 
	4'b0111: begin less=a+1+(~b);	 
			if (less[31]) sum=1;	
			else sum=0;
		  end
	4'b0000: sum=a & b;	 
	4'b0001: sum=a|b;	 
	4'b1100: sum=~(a|b);	 
	default: sum=31'bx;	
	endcase
zout=~(|sum);
end
endmodule
[/design/flow/run.sh]
#!/bin/bash
# OpenROAD 26Q1-2900-gdf79404cd8, Yosys 0.63+post, stock flow scripts
make -C /OpenROAD-flow-scripts/flow DESIGN_CONFIG=/design/flow/config.mk WORK_HOME=/design/flow/orfs finish
==> metrics.yaml <==
diodes: 0
register_area_sq_um: 0
p_int_uw: 83.3
drive_gt1_share_pct: 4.84
portBuffers: 101
rsz0062_at_grt: "no"
n_clock_buffer: 0
post_cts_buffers: 0
p_per_area_nw_per_um2: 29.5
hold_path.class: "in2out"
area_growth_syn_to_layout_pct: 19.1
p_sw_uw: 110
die_x_um: 107
end_kind: "output pin"
ys_area_sq_um: 5520
finalSetupViolCount: 0
dr_total_vias: 6666
synthesis.instances: 826
grt.total_usage_pct: 33.6
clkPwrFrac_pct: 0
crit_top_cell: "or4_1"
die_y_um: 107
grt_pass1_wl_um: 30300
critPathSlowestCell: "or4_1"
peakVddDrop_v: 0.0000170
ys_types: 78
fin_crit_sh_pct: 65.8
clock.fmax_mhz: 82.1
grt_pass1_vias: 6061
worst_path_largest_cell_delay_ns: 0.55
drc: 0
power_leakage_uw: 0.00290
wire_per_inst_um: 18.6
crit_type: "in2out"
critPathArrivalTime_ns: 8.48
antenna_found_initial: 0
nFillCells: 939
ys_seq_share_pct: 0
via_per_inst: 6.51
maxCapViolCount: 0
hold_viol: 0
drtAntennaViolNets: 0
timing.slew.headroom_pct: 31.6
drt_iter0_drc: 492
place_congestion: 1.03
synth_top_area_share_pct: 23.8
comb_power_share_pct: 100.0
seqPwrFrac_pct: 0
top_area_cell: "ha_1"
syn_area_per_cell_sq_um: 6.68
ys_cells: 826
chipArea_sq_um: 11500
min_period_ns: 12.18
drt-pass1-iter-count: 7
run_status: "completed"
cp.depth: 14
io_pins: 101
totalWireLength_um: 19100
cp_max_fo: 44
swShare_pct: 57.0
grt.overflow.total: 0
hold_buffers: 0
synth_area_sq_um: 5520
setup_tns_ns: 0
dp_hpwl_um: 14900
ff_count: 0
fp_util_pct: 52.5
slew_viol_final: 0
grt_max_degree: 45
top_cells_by_area: "ha_1 24%, a21oi_1 7.3%, inv_1 6.5%"
crit_buf_inv: 4
path_delay_family: "simple AND/OR/NAND/NOR gates"
crit_required_ns: 14.80
cts_resized: 0
critPathLaunchType: "input port"
warning_count: 106
ys_warn_count: 1
core-area_sq_um: 10500
utilization_pct: 62.5
core.rowCount: 37
worstMarginPinSlew_ns: 1.02
worstPathCellList: "clkdlybuf4s50_1, buf_4, inv_2, nand4b_1, nor2_1, mux2i_1, o2111ai_1, or4_1, or4_1, or4_1, nor4_2, nand4_1, nor3_2, clkdlybuf4s50_1"
whs_path_depth: 6
==> routing by layer <==
layer,vias to the layer above,part of all wire (%),GRT usage [%]
met3,44,11,4.77
li1,3187,-,-
met2,397,43,53.5
met1,3038,44,48.2
met5,-,0,0
met4,0,2.3,6.85
==> synth_stat cells, drive strengths merged, types with 3 or more instances <==
library cell    n
inv            98
o21a            4
and2            6
a221oi         11
o221a           5
a22oi          16
a21oi          80
nand3          14
nor2b           5
clkbuf         37
ha            105
o221ai          6
o22ai           7
or3             7
nand2b         10
o31a            3
or2             4
a211o           6
a211oi         23
or4             8
nand4b          3
o31ai           7
a32oi           3
xnor2           6
nand2          57
o211ai         12
nand4           9
o21ai          48
a221o          13
nor3           14
buf            11
a31oi          15
o311ai          4
o21bai         11
o2111ai         4
a21o           14
and3            4
nor4           12
o311a           3
nor2           78
mux2i           8
a21bo           3
a2111oi         4
==> cells in the final DEF, fill, tap and decap left out, types with 14 or more instances in the layout <==
master and count:
inv_1 96, a21oi_1 80, o21ai_0 47, a31oi_1 15, nor2_1 75, clkdlybuf4s50_1 101, nand2_1 57, a21o_1 14
a211oi_1 21, a22oi_1 16, ha_1 105
==> per-stage QoR <==
step | area, sq um | setup WS [ns] | power (uW) | hold slack [ns] | cells
2_1_floorplan | 5520 | 7.96 | 117 | 7.68 | 826
3_3_place_gp | 6570 | 6.42 | 187 | 8.66 | 1024
3_5_place_dp | 6570 | 6.36 | 188 | 8.68 | 1024
4_1_cts | 6570 | 6.35 | 189 | 8.69 | 1024
5_1_grt | 6570 | 5.98 | 211 | 8.76 | 1024
6_report | 6570 | 6.32 | 194 | 8.68 | 1024
==> kinds of logic (layout without fill, tap and decap cells) <==
family,after synthesis,count (layout),synth area share (%)
adders and majority gates,107,107,24.5
buffers and inverters,146,208,10.5
and+or+nand+nor,241,241,22.1
muxes,9,9,1.66
xor gates and xnor gates,6,6,0.953
AOI/OAI and AO/OA,317,317,40.3
==> power by group through the flow <==
stage                 Sequential, uW  Combinational [uW]  Clock [uW]
after CTS                          0                 189           0
after global routing               0                 211           0
final                              0                 194           0
==> layout make-up <==
cell class | instances | area [sq um] | share of cell area (%)
Inverter | 98 | 368 | 5.60
Multi-Input combinational cell | 680 | 4950 | 75.4
Tap cell | 136 | 170 | 2.59
Timing Repair Buffer | 110 | 1080 | 16.4
==> final timing paths <==
check	startpoint	endpoint	slack, ns
min	a[31]	zout	8.68
max	gin[0]	zout	6.32
No activity file was given, so power comes from the tool's default toggle rates.
