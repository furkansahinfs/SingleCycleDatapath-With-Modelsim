==> flow/design.v <==
module mult3_to_1_32(out,i0,i1,i2,s0,s1);
output [31:0] out;
input [31:0]i0,i1,i2;  
input s0,s1;  
reg  scontrol,scontrol2;
always @(s0,s1)
begin
if (s1&(~s0))
begin
	scontrol=1'b1;
	scontrol2=1'b0;
end
if ((~s1)&s0)
begin
	scontrol=1'b0;
	scontrol2=1'b1;
end
if ((~s1)&(~s0))
begin
	scontrol=1'b0;
	scontrol2=1'b0;
end
end
assign out = scontrol ? i2:(scontrol2 ? i1:i0);
endmodule
==> flow/run.sh <==
#!/bin/bash
# OpenROAD 26Q1-2900-gdf79404cd8, Yosys 0.63+post, stock flow scripts
make -C /OpenROAD-flow-scripts/flow DESIGN_CONFIG=/design/flow/config.mk WORK_HOME=/design/flow/orfs finish
==> flow/config.mk <==
export PLATFORM = sky130hd
export DESIGN_NAME = mult3_to_1_32
export DESIGN_NICKNAME = mult3_to_1_32
export VERILOG_FILES = /design/flow/design.v
export SDC_FILE = /design/flow/constraint.sdc
export NUM_CORES = 4
export LEC_CHECK = 1
export CORE_AREA = 10 10 80 80
export DIE_AREA = 0 0 90 90
==> flow/constraint.sdc <==
current_design mult3_to_1_32

set clk_period 1.0
set clk_io_pct 0.2

create_clock -name clk0 -period $clk_period

set non_clock_inputs [all_inputs -no_clocks]
set_input_delay [expr $clk_period * $clk_io_pct] -clock clk0 $non_clock_inputs
set_output_delay [expr $clk_period * $clk_io_pct] -clock clk0 [all_outputs]
==> job_summary.md <==
### Flow metrics

| Metric | Value |
|---|---|
| Fmax | 1040 MHz |
| Chip footprint | 8100 µm² |
| IO Count | 130 |
| Worst-Margin Slew | 501 ps |
| Gr ovfl total | 0 |
| Overall routing resource usage | 9.82% |
| Tcrit/Tclk final | 96.6% |
| Row cnt | 25 |
| Die extent in y | 90 µm |
| Worst hold path type | input port to output port |
| Worst-path fanout max | 1 |
| Post-DP Area | 2050 µm² |
| Dpl hpwl | 3750 µm |
| DRC | 0 |
| Largest net degree at the start of global routing | 37 |
| Asr flop ratio synth | 0% |
| Final antenna diode count | 0 |
| Hold Fails Final Rpt | 0 |
| TritonRoute pass-1 iters | 4 |
| Design Area, Final | 1810 µm² |
| Final setup viols | 0 |
| Init Core Util | 16.1% |
| Commonest flop | dlxtn_1 |
| Routed wl met2 | 1870 µm |
| Ys cells | 112 |
| Area Growth Syn to Fin | 138% |
| Layout cells sized above 1 | 16.8% |
| Routability cong. | 0.778 |
| Vias in the first global route | 1164 |
| Area occupied by registers | 32.5 µm² |
| PD cells | 244 nW/µm² |
| Antenna-violating nets left | 0 |
| Register pins left without a clock | 2 |
| RSZ-0062 raised after global routing | false |
| Synth top area cells | mux2i_1 42%, o21ai_1 18%, nand2_1 16% |
| Synthesized netlist cell count | 112 |
| Routed WL | 4270 µm |
| Post-synth top cells | 32 x mux2i_1, 32 x nand2_1, 28 x o21ai_1, 7 x buf_2, 3 x buf_12 |
| Met3 WL | 496 µm |
| Synthesis area per yosys | 761 µm² |
| Slew Viols, Final | 0 |
| Max_cap viols | 0 |
| Yosys top cell area share | 42.1% |
| Cells along the critical path | dlygate4sd2_1 > mux2i_1 > o21ai_1 > buf_2 |
| Fillers | 539 |
| Drt wl/cell | 14.3 µm |
| Relative slew slack | 66.6% |
| Initial antenna violation count | 0 |
| DP Cell Count | 299 |
| Count of tool warnings | 32 |
| Logic area | 624 µm² |
| Synthesized cell area | 761 µm² |
| Core Area | 4720 µm² |
| Data required, critical path | 800 ps |
| Pleak | 0.897 nW |
| CP max stage cell | dlygate4sd2_1 |
| Yosys warnings | 1 |
| CP Class | input port to output port |
| Crit path DAT | 770 ps |
| Final Hold Slack | 779 ps |
| Via density | 3.93 |
| Cell taking the most area after synthesis | mux2i_1 |
| EDFF count, synth | 0 |
| Post-synth cell types | 12 |
| Via Count | 1176 |
| Uppermost layer routed | met3 |
| Post-route insts no fill | 299 |
| Setup Fix Bufs, Post-CTS | 0 |
| CP max stage delay | 230 ps |
| Startpoint types | input port |
| Endpoints left unconstrained | 2 |
| IO buf count | 130 |
| M1 WL | 1900 µm |
| Global-route wire length before repair | 6720 µm |
| Worst setup EP type | output port |
| Crit path time final | 966 ps |
| Run status | finished clean |
| Synth flops | 2 |
| Mean post-synth cell area | 6.79 µm² |
| Die width | 90 µm |
| 1st-iter DRT viols | 43 |
| Peak VDD IR | 0.0000919 V |
-- sequential cells by signal, indices dropped and copies added, names as in the netlist --
| name | flops |
|---|---|
| scontrol | 1 |
| scontrol2 | 1 |
-- layer usage --
metal,track usage (%),vias to the layer above
li1,-,633
met1,13.1,463
met2,15.4,80
met3,4.02,0
met4,0,0
met5,0,-
-- metrics by stage --
stage	utilization (%)	worst slack, ps	TNS, ps	total power, mW
floorplan	-	412	0	0.116
global placement	43.5	-614	-17310	0.628
detailed placement	43.5	-604	-17460	0.631
CTS	37.7	0.528	0	0.440
global route	38.3	0.771	0	0.490
finish	38.3	34.2	0	0.441
-- area by class of cell --
cell class | count | share of cell area [%]
Timing Repair Buffer | 132 | 59.0
Tap cell | 67 | 4.64
Multi-Input combinational cell | 98 | 34.5
Sequential cell | 2 | 1.80
-- path summary, 6_finish.rpt --
kind	from	end	slack (ps)	depth (start not counted)
min	i2[7]	out[7]	780	4
max	i1[19]	out[19]	30	4
-- repair_timing --
item	4_1_cts	5_1_grt
hold buffers	0	0
endpoints found under the setup margin	32	16
resized	201	21
pin swaps	21	11
-- worst max-delay path, delay by kind of cell --
family	cells	cell delay (ps)
muxes	1	130
AOI/OAI and AO/OA	1	80
buffers and inverters	2	360
-- report_power, final --
group | switching, mW | total, mW | internal (mW)
combinational | 0.116 | 0.427 | 0.311
clock | 0 | 0 | 0
sequential | 0.00818 | 0.0131 | 0.00494
total | 0.125 | 0.441 | 0.316
-- cells in the final DEF, fill, tap and decap left out --
cell and n:
dlygate4sd2_1 71, mux2i_1 32, nand2_1 32, buf_2 32, o21ai_1 29, clkdlybuf4s15_1 25, o21ai_2 3, clkdlybuf4s50_1 2
buf_4 2, dlxtn_2 2, and2_1 1, nor2b_1 1
-- kinds of logic after synthesis --
family                 after synthesis  synth area share [%]
buffers and inverters               12                  14.5
AOI/OAI and AO/OA                   32                  22.0
and+or+nand+nor                     34                  17.4
latches                              2                  3.95
muxes                               32                  42.1
Power is estimated from default activity; no workload was simulated.
