==> design/flow/run.sh <==
#!/bin/bash
# OpenROAD 26Q1-2900-gdf79404cd8, Yosys 0.63+post, stock flow scripts
make -C /OpenROAD-flow-scripts/flow DESIGN_CONFIG=/design/flow/config.mk WORK_HOME=/design/flow/orfs finish
==> design/flow/config.mk <==
export PLATFORM = sky130hd
export DESIGN_NAME = control
export DESIGN_NICKNAME = control
export VERILOG_FILES = /design/flow/design.v
export SDC_FILE = /design/flow/constraint.sdc
export NUM_CORES = 4
export LEC_CHECK = 1
export CORE_AREA = 10 10 70 70
export DIE_AREA = 0 0 80 80
==> design/flow/constraint.sdc <==
current_design control

set clk_period 1.8
set clk_io_pct 0.2

create_clock -name clk0 -period $clk_period

set non_clock_inputs [all_inputs -no_clocks]
set_input_delay [expr $clk_period * $clk_io_pct] -clock clk0 $non_clock_inputs
set_output_delay [expr $clk_period * $clk_io_pct] -clock clk0 [all_outputs]
==> design/flow/design.v <==
module control(in,rt,func,regdest,alusrc,memtoreg,regwrite,memread,memwrite,branch,branch2,branch3,aluop2,aluop1,aluop0,jump,jumpreg);
input [5:0] in,func;
input [4:0] rt;
output regdest,alusrc,memtoreg,regwrite,memread,memwrite,branch,branch2,branch3,aluop0,aluop1,aluop2,jump,jumpreg;
wire rformat,lw,sw,beq,bne,bgez,bgtz,blez,bltz,addi,andi,ori,j,jr,jal;
assign rformat=~|in;
assign lw=in[5]& (~in[4])&(~in[3])&(~in[2])&in[1]&in[0];
assign sw=in[5]& (~in[4])&in[3]&(~in[2])&in[1]&in[0];
assign beq=~in[5]& (~in[4])&(~in[3])&in[2]&(~in[1])&(~in[0]);
assign addi=(~in[5])& (~in[4])& in[3]& (~in[2])&(~in[1])&(~in[0]);
assign andi=(~in[5])& (~in[4])& in[3]& in[2]&(~in[1])&(~in[0]);
assign ori=(~in[5])& (~in[4])& in[3]& in[2]&(~in[1])&in[0];
assign bne=~in[5]& (~in[4])&(~in[3])&in[2]&(~in[1])&in[0];
assign bgez=~in[5]& (~in[4])&(~in[3])&(~in[2])&(~in[1])&in[0]&(~rt[4])&(~rt[3])&(~rt[2])&(~rt[1])&rt[0]; 
assign bgtz=~in[5]& (~in[4])&(~in[3])&in[2]&in[1]&in[0]&(~rt[4])&(~rt[3])&(~rt[2])&(~rt[1])&(~rt[0]);
assign blez=~in[5]& (~in[4])&(~in[3])&in[2]&in[1]&(~in[0])&(~rt[4])&(~rt[3])&(~rt[2])&(~rt[1])&(~rt[0]);
assign bltz=~in[5]& (~in[4])&(~in[3])&(~in[2])&(~in[1])&in[0]&(~rt[4])&(~rt[3])&(~rt[2])&(~rt[1])&(~rt[0]);
assign j= ~in[5]& (~in[4])&(~in[3])&(~in[2])&in[1]&(~in[0]);
assign jr= (~|in)& (~func[5])&(~func[4])&func[3]&(~func[2])&(~func[1])&(~func[0]);
assign jal= ~in[5]& (~in[4])&(~in[3])&(~in[2])&in[1]&in[0];
assign regdest=(rformat&(~jr));
assign alusrc=lw|sw|addi|andi|ori;
assign memtoreg=lw;
assign regwrite=(rformat&(~jr))|lw|addi|andi|ori|jal;
assign memread=lw;
assign memwrite=sw;
assign branch=beq|bne|bgez|blez;
assign branch2=bgez|bgtz|bne;
assign branch3=blez|bltz|bne;
assign aluop2=andi|ori;
assign aluop1=(rformat&(~jr));
assign aluop0=beq|andi|bne|bgez|bgtz|blez|bltz;
assign jump=j|jal;
assign jumpreg=jr;
endmodule
==> flow_summary.toml <==
# synthesis and place-and-route metrics
[worst_hold_path]
hold_depth = 4
hold_path.class = "input port to output port"

[synthesis]
avgSynthCellArea_um2 = 6.634
yosys_area_um2 = 285.3
postSynthSeqShare_pct = 0
yosys_warnings = 0
synth_top_area_share_pct = 8.772
top_area_cell = "a21oi_1"
ys_cells = 43
area_leaders = "a21oi_1 8.8%, nor4b_4 8.3%, nor2_1 6.6%"
ys_types = 27
synth_area_um2 = 285.3
syn_inst = 43

[worst_setup_path]
cp-end-kind = "output port"
crit_required_ps = 1440
startpoint_type = "input port"
path_max_fanout = 2
arrival_ps = 1640
path_class = "input port to output port"

[power_and_ir_drop]
vdd_drop_max_v = 0.00002800
p_per_area_nw_per_um2 = 147.8
leakage_nw = 0.3980

[routing]
wire_per_inst_um = 11.37
drtAntennaViolNets = 0
via_count = 503
wirelength_um = 1523
insertedDiodeCount = 0
drtPass1Iterations = 2
drt_first_iter_violations = 41
via_per_inst = 3.754
drc_errors = 0

[final_timing]
slew_headroom_pct = 79.24
maxSlewViolCount = 0
finalSetupViolations = 6
rsz0062_at_grt = "yes"
worst_slack_ps = -198.2
worstMarginPinSlew_ps = 308.8
period_needed_ps = 1998
setup-tns-final_ps = -783.9
hold_viol = 0
fin_crit_sh_pct = 111.0
fin_hold_ws_ps = 1175
fmax_mhz = 500.5

[grt]
grt-ovfl-total = 0
grt_pass1_vias = 514
grt_first_pass_wirelength_um = 2463
grt_max_degree = 7
antenna_found_initial = 0
grtUsageTotal_pct = 4.436

[job]
cap_violations = 0
openroad.warnings = 34

[floorplanning]
fp_util_pct = 8.352
die-area_um2 = 6400
ios = 31
core_um2 = 3416
die_h_um = 80
rows = 21
die_w_um = 80

[finish]
final_common_cell = "buf_4"
post-route-util_pct = 25.13
flop_area_um2 = 0
area_delta_synth_final_pct = 200.9
n_clock_buffer = 0
nFillCells = 351
drive_gt1_share_pct = 68.18
fin_area_um2 = 858.3
fin_cells = 134
lay_top_cells = "16 x buf_4, 10 x buf_2, 7 x dlygate4sd2_1, 7 x buf_6, 4 x a21oi_2"
ff_count = 0
logic_area_um2 = 390.4

[placed_design]
dpl_cell_area_um2 = 688.2
gp_congestion = 0.7771
io_buffers = 31
dp_cells = 124
hpwl_um = 1116

[run_status]
failed_checks = "setup timing"
outcome = "complete, but fails checks"
## stage by stage
stage                     power, mW  setup WS (ps)
after floorplan             0.02852          41.90
after global placement      0.09642         -912.5
after detailed placement    0.09738         -938.3
after CTS                    0.1226         -259.7
after global routing         0.1362         -247.2
final                        0.1269         -198.2
## worst max-delay path, cell delays in order
cell	delay, ps
buf_6	90
or4_4	540
nor4b_4	240
o21bai_4	160
a221o_2	150
buf_2	90
## cell type report
cell class                 instances  area share, %
timing repair buffer              49          47.38
multi-input combinational         38          45.48
inverter                           1         0.4373
tap                               46          6.706
## power breakdown
part | switching, mW | total, mW | internal, mW
sequential | 0 | 0 | 0
clock | 0 | 0 | 0
combinational | 0.0538 | 0.127 | 0.0731
total | 0.0538 | 0.127 | 0.0731
## repair_timing
action / 4_1_cts / 5_1_grt
buffers inserted: 12 / 0
cloned: 0 / 0
resized: 97 / 14
hold buffers: 0 / 0
pin swaps: 20 / 8
endpoints found under the setup margin: 14 / 10
## path summary, 6_finish.rpt
check | startpoint | to
worst max-delay path | rt[1] | aluop0
worst min-delay path | in[5] | branch
## layer usage
layer | share of wire (%) | global-route usage [%] | vias up
met5 | 0 | 0 | -
met4 | 0 | 0 | 0
met3 | 9.1 | 1.250 | 0
met2 | 46 | 7.544 | 18
met1 | 45 | 5.746 | 230
li1 | - | - | 255
## cell families (layout without fill, tap and decap cells)
group / Yosys count / after routing / synth area share, %
and+or+nand+nor: 27 / 27 / 64.47
xor gates and xnor gates: 1 / 1 / 3.071
AOI/OAI and AO/OA: 10 / 10 / 22.37
buffers and inverters: 5 / 50 / 10.09
## cells in the mapped netlist, drive strengths merged
| cell type | n |
|---|---|
| nor2 | 5 |
| and4 | 1 |
| nand2b | 1 |
| xnor2 | 1 |
| or2 | 1 |
| or4 | 1 |
| nand2 | 3 |
| and4b | 1 |
| a31oi | 1 |
| a2bb2oi | 1 |
| nor3 | 3 |
| nor3b | 2 |
| o21bai | 1 |
| nor4b | 2 |
| a21oi | 5 |
| and2 | 1 |
| nand3 | 1 |
| or3b | 1 |
| inv | 1 |
| buf | 4 |
| o21ai | 1 |
| nand4b | 1 |
| nor4 | 2 |
| or3 | 1 |
| a221o | 1 |
No activity file was given, so power comes from the tool's default toggle rates.
